<file path="/design/flow/config.mk">
export PLATFORM = sky130hd
export DESIGN_NAME = Register_File
export DESIGN_NICKNAME = Register_File
export VERILOG_FILES = /design/flow/design.v
export SDC_FILE = /design/flow/constraint.sdc
export NUM_CORES = 4
export LEC_CHECK = 1
export CORE_UTILIZATION = 30
export SYNTH_HDL_FRONTEND = slang
</file>
<file path="/design/flow/constraint.sdc">
current_design Register_File

set clk_period 6.2
set clk_io_pct 0.2

create_clock -name clk0 -period $clk_period [get_ports {clk}]

set non_clock_inputs [all_inputs -no_clocks]
set_input_delay [expr $clk_period * $clk_io_pct] -clock clk0 $non_clock_inputs
set_output_delay [expr $clk_period * $clk_io_pct] -clock clk0 [all_outputs]
</file>
<file path="/design/flow/design.v">
module ALU( A, B, ALUcontrol_In, ALUResult, zero);
input [31:0] A,B;
input [3:0] ALUcontrol_In;
output reg zero;
output reg [31:0] ALUResult;
always @ (ALUcontrol_In or A or B)
begin
    case (ALUcontrol_In)
        4'b0000: begin zero<=0; ALUResult<=A&B; end
        4'b0001: begin zero<=0; ALUResult<=A|B; end
        4'b0010: begin zero<=0; ALUResult<=A+B; end
        4'b0110: begin if(A==B) zero<=1; else zero<=0; ALUResult<=A-B; end
        default: begin zero<=0; ALUResult<=A; end
    endcase
end
endmodule
module ALU_Control(ALUOp, funct7, funct3, ALUControl_out);
    input [1:0] ALUOp;
    input funct7;
    input [2:0] funct3;
    output reg [3:0] ALUControl_out;
    always @(*) begin
        case ({ALUOp, funct7, funct3})
            6'b00_0_000 : ALUControl_out <= 4'b0010;  
            6'b01_0_000 : ALUControl_out <= 4'b0110;  
            6'b10_0_000 : ALUControl_out <= 4'b0010;  
            6'b10_1_000 : ALUControl_out <= 4'b0110;  
            6'b10_0_111 : ALUControl_out <= 4'b0000;  
            6'b10_0_110 : ALUControl_out <= 4'b0001;  
            default: ALUControl_out <= 4'b0000;  
        endcase
    end
endmodule 
module And(branch, zero, andout);
    input branch, zero;
    output andout;
    assign andout = branch & zero;
endmodule 
module Control_Unit ( Opcode,Branch,MemRead,MemtoReg,MemWrite,ALUSrc,RegWrite, ALUOp);
    input [6:0] Opcode;
    output reg Branch,MemRead,MemtoReg,MemWrite,ALUSrc,RegWrite;
    output reg [1:0] ALUOp;
    always @(*)
    begin
        case (Opcode)
            7'b0110011:  
            begin 
                ALUSrc <= 0;
                MemtoReg <= 0;
                RegWrite <= 1;
                MemRead <= 0;
                MemWrite <= 0;
                Branch <= 0;
                ALUOp <= 2'b10;
            end
            7'b0000011:  
            begin 
                ALUSrc <= 1;
                MemtoReg <= 1;
                RegWrite <= 1;
                MemRead <= 1;
                MemWrite <= 0;
                Branch <= 0;
                ALUOp <= 2'b00;
            end
            7'b0100011:  
            begin 
                ALUSrc <= 1;
                MemtoReg <= 0;
                RegWrite <= 0;
                MemRead <= 0;
                MemWrite <= 1;
                Branch <= 0;
                ALUOp <= 2'b00;
            end
            7'b1100011:  
            begin 
                ALUSrc <= 0;
                MemtoReg <= 0;
                RegWrite <= 0;
                MemRead <= 0;
                MemWrite <= 0;
                Branch <= 1;
                ALUOp <= 2'b01;
            end
				7'b0010011:  
            begin 
                ALUSrc <= 1;
                MemtoReg <= 0;
                RegWrite <= 1;
                MemRead <= 0;
                MemWrite <= 0;
                Branch <= 0;
                ALUOp <= 2'b10;
            end
            default:  
            begin 
                ALUSrc <= 0;
                MemtoReg <= 0;
                RegWrite <= 1;
                MemRead <= 0;
                MemWrite <= 0;
                Branch <= 0;
                ALUOp <= 2'b10;
            end
        endcase
    end
endmodule 
module Data_Memory(clk, reset, MemWrite, MemRead, address, Writedata, Data_out);
    input clk, reset, MemWrite, MemRead;
    input [31:0] address, Writedata;
    output [31:0] Data_out;
    reg [31:0] DataMemory [63:0];
    assign Data_out = (MemRead) ? DataMemory[address] : 32'b0;
    integer k;
    always @(posedge clk)
    begin
        if (reset == 1'b1) begin
            for (k = 0; k < 64; k = k + 1)
                DataMemory[k] = 32'b0;
        end
        else if (MemWrite) begin
            DataMemory[address] = Writedata;
        end
    end
endmodule 
module immediate_Generator (
    input [6:0] Opcode,
    input [31:0] instruction,
    output reg [31:0] ImmExt
);
always @* begin
    case (Opcode)
        7'b0010011: ImmExt = {{20{instruction[31]}}, instruction[31:20]};   
        7'b0100011: ImmExt = {{20{instruction[31]}}, instruction[31:25], instruction[11:7]};   
		  7'b1100011: ImmExt = {{19{instruction[31]}}, instruction[31], instruction[7], instruction[30:25], instruction[11:8], 1'b0};   
        default: ImmExt = {{22{instruction[29]}}, instruction[29:20]};   
    endcase
end
endmodule 
module Instruction_Memory(clk, reset, read_address, Instructions_out);
	input clk, reset;
	input [31:0] read_address;
	output [31:0] Instructions_out;
	reg [31:0] Imemory [63:0];
	integer k;
	initial begin
		$readmemb("teste.txt", Imemory);
	end
	assign Instructions_out = Imemory[read_address];
endmodule 
module Mux1(Sel, A1, B1, Mux1_out);
    input Sel;
    input [31:0] A1, B1;
    output [31:0] Mux1_out;
    assign Mux1_out = (Sel == 1'b0) ? A1 : B1;
endmodule 
module Mux2(Sel, A2, B2, Mux2_out);
    input Sel;
    input [31:0] A2, B2;
    output [31:0] Mux2_out;
    assign Mux2_out = (Sel == 1'b0) ? A2 : B2;
endmodule 
module Mux3(Sel, A3, B3, Mux3_out);
    input Sel;
    input [31:0] A3, B3;
    output [31:0] Mux3_out;
    assign Mux3_out = (Sel == 1'b0) ? A3 : B3;
endmodule 
module PCplus4(fromPC, NexttoPC);
	input  [31:0] fromPC;
	output [31:0] NexttoPC;
	assign NexttoPC = fromPC + 32'h00000001;
endmodule 
module Program_Counter (clk, reset, PC_in, PC_out);
input clk, reset;
input [31:0] PC_in;
output reg [31:0] PC_out;
always @ (posedge clk)
begin
    if(reset==1'b1)
        PC_out <= 32'h0;
    else
        PC_out <= PC_in;
end
endmodule
module Register_File(clk, reset, RegWrite, Rs1, Rs2, Rd, Write_data, Read_data1, Read_data2);
input clk, reset, RegWrite;
input [4:0] Rs1, Rs2, Rd;
input [31:0] Write_data;
output [31:0] Read_data1, Read_data2;
reg [31:0] Registers [31:0];
integer k;
always @(posedge clk) begin
    if (reset == 1'b1) begin
        for (k = 0; k < 32; k = k + 1) begin
            Registers[k] = 32'h0;
        end
    end
    else if (RegWrite == 1'b1) begin
        Registers[Rd] = Write_data;
    end
end
assign Read_data1 = Registers[Rs1];
assign Read_data2 = Registers[Rs2];
endmodule 
module seletor_bits (
    input [31:0] data_in,
    output [6:0] instruction_control,
	 output [4:0] intruction_r_register1,
	 output [4:0] intruction_r_register2,
	 output [4:0] instruction_w_register
);
assign instruction_control = data_in[6:0];
assign intruction_r_register1 = data_in[19:15];
assign intruction_r_register2 = data_in[24:20];
assign instruction_w_register = data_in[11:7];
endmodule 
module seletor_bits_2 (
    input [31:0] data_in,
	 output func7,
	 output [2:0] func3
);
assign func7 = data_in[30];
assign func3 = data_in[14:12];
endmodule 
module PC_Next(
    input [31:0] fromPC,
    input [31:0] Imediato,
    input jump,
    output [31:0] NexttoPC
);
    assign NexttoPC = jump ? (fromPC + Imediato) : (fromPC + 32'd1);
endmodule
</file>
<file path="/design/flow/run.sh">
#!/bin/bash
# OpenROAD 26Q1-2900-gdf79404cd8, Yosys 0.63+post, stock flow scripts
make -C /OpenROAD-flow-scripts/flow DESIGN_CONFIG=/design/flow/config.mk WORK_HOME=/design/flow/orfs finish
</file>
==> notes.md <==
The synthesis and PnR run went through. The run finished with clean final reports. TritonCTS buffer count landed at 111. The highest supply drop recorded on VDD is 0.000285 V. The core region is 174000 sq um. The share of the core area taken by cells at floorplan is 0.303. The script extracted a total leakage power of 21.4 nW.

OpenROAD emitted warnings numbering 41. Clock transition at the register clock pins on the worst setup and hold paths after CTS landed at 0.06 ns. The worst setup path is captured at a primary output. The script reports the combined buffer and inverter count of the critical path as 3. The number of maximum-capacitance violations recorded for the run is 0. In the finished design, the share of the clock period the worst path needs comes to 0.912. Number of antenna violations at the first check in global routing landed at 12.

Highest net fanout along the worst path landed at 23. Post-place setup slack landed at 0.739 ns. In this run the cell area measured after placement is 56400 sq um. The min-delay analysis places its worst path in the category reg -> reg. Per the OpenROAD power report, switching power amounts to 0.00406 W. Achievable clock frequency landed at 177 MHz. STA classifies the critical path startpoint as an input port. The vertical die dimension reported for this design is 422 microns. Area growth from synthesis to layout landed at 13.8%. Number of cell instances on the worst register-to-register path landed at 2. Post-synthesis, Yosys gives the total cell area as 52900 sq um. Sequential power share landed at 0.437.

Yosys stat cell total landed at 6913. Per the gpl log, the routability congestion estimate is 0.947. Per the post-synthesis stats, the area per cell is 7.65 sq um. Setup repair after global routing left no endpoint under its margin.

For the completed layout, the total cell area is recorded as 60200 sq um. The critical path's slowest stage uses the library cell clkdlybuf4s50_1. Total number of clock tree sinks landed at 1024.

Clock latency of the later-clocked register in the worst-skew pair landed at 0.75 ns. Internal power landed at 0.0112 W. Area fraction in compound gates landed at 0.171. Summed over all layers, the routed wires come to 225000 microns. Portion of total power attributed to the clock network landed at 0.456. In this run the tightest slew margin relative to its limit is 0.191. After clock tree synthesis, the setup repair step added 0 buffers.

Cell depth of the worst min-delay path landed at 2. In the post-route analysis, the smallest setup slack over all paths is 0.548 ns. In this run, synthesis produced a sequential element count of 1024. Data on the critical path is required at its endpoint by 4.96 ns. Detail-routed via count per cell landed at 5.64. Once the clock tree was built, the resizer swapped 0 gates to a different size. The worst hold path begins at Registers[408]. Number of I/O port buffers landed at 113. The routed design could run at a clock period as short as 5.65 ns. Width of the die landed at 422 microns. Per the post-synthesis report, the number of cells in the design is 6913.

Of the post-synthesis cell area, the part taken by muxes is 0.194. Of the total power, the share spent switching nets is 0.266. Flip-flop count of the largest register after layout landed at 1024. Unique cell type count in the Yosys netlist landed at 29. Data arrival time of the worst path landed at 4.41 ns. Clock skew after layout landed at 0 ns.

Number of global-route vias before repair landed at 47.7k. For this design the top-level I/O count stands at 114. Total of hold buffers inserted after clock tree synthesis landed at 0. Sequential element share of the synthesized area landed at 0.388. Part of the power in combinational logic landed at 0.107. Final hold analysis gives a worst-case slack of 0.466 ns.

Remaining antenna violation count after routing landed at 0. Placement row count landed at 153. Per the CTS log, the root buffer master is clkbuf_16. Number of endpoints with negative hold slack in the final report landed at 0. Global routing finished with a remaining overflow of 0. Total routing usage reported by global routing landed at 0.251. In this run the most used layer during global routing was met2.

Global-route wire length before repair landed at 324000 microns. Xor/xnor cell area share of the yosys netlist landed at 0. Yosys synthesis warning count landed at 0. Remaining design rule violation count landed at 0. Total negative setup slack landed at 0 ns. The setup check on the worst reg-to-reg path leaves a slack of 5.50 ns.

In this design, the largest share of critical-path delay is due to buffers and inverters. For this run, the detailed router's first-pass iteration total came to 9. The endpoint identified for the worst register-to-register timing path is Registers[797].

Looking at the clock tree report, the H-tree level count equals 3. The startpoint identified for the worst register-to-register timing path is Registers[797]. Count of pins over their slew limit landed at 0. Maximum number of pins on one net before global-route repair landed at 168.

The cell area that synthesis handed to floorplanning was 52900 sq um. For this design the ratio of total power to cell area is 253 nW/um^2. CTS reports a maximum clock tree buffer depth of 3. For reference, the top logic cell family by area is simple AND/OR/NAND/NOR gates.

Detailed placement ended at an HPWL of 130000 microns. Layout cell share with drive strength beyond 1 landed at 0.0685. TritonCTS built the clock tree. Area of the die landed at 178000 sq um. Routing usage on met1 landed at 0.319. By instance count, the cell type seen most on the critical path is clkdlybuf4s50_1. The final timing report counts setup violations totalling 0.

Violation tally from detailed-route iteration zero landed at 5353. Final core utilization landed at 0.345. Delay of the slowest cell on the worst path landed at 0.53 ns. Hold analysis lists the worst path endpoint as Registers[408]. For this run, global-route usage on met3 was measured as 0.0834. The critical path goes through clkdlybuf4s50_1 -> nor2_4 -> buf_4 -> a22o_1 -> nor3_1 -> a31oi_1 -> nand3_1 -> clkdlybuf4s50_1. Routed via count landed at 51.3k. Routing resource usage on met2 recorded by global route was 0.378. The critical path in this run is classified as in -> out.

In this run, the synthesized area fraction spent on and/or/nand/nor cells is recorded as 0.194. The script logs the mean routed wire length per placed instance as 24.7 microns. Slew at the pin closest to its max-slew limit landed at 1.21 ns.

Adder-cell share of the synthesized area landed at 0.
## through the flow
step                cells  total power [W]
floorplan            6913          0.00772
global placement     8882          0.00839
detailed placement   8882          0.00840
CTS                  9089           0.0152
global route         9090           0.0156
finish               9094           0.0152
## tightest hold or removal path, delay by kind of cell, from the launching register on
family / cells / cell delay (ns)
DFF: 1 / 0.32
and+or+nand+nor: 1 / 0.05
AOI/OAI and AO/OA: 1 / 0.05
## cell type report
| cell class | instances | area (sq um) |
|---|---|---|
| multi-input combinational | 5227 | 29900 |
| sequential | 1024 | 20500 |
| timing repair buffer | 306 | 3080 |
| clock buffer | 167 | 3350 |
| antenna | 5 | 12.5 |
| fill | 17498 | 114000 |
| tap | 2325 | 2910 |
| clock inverter | 40 | 453 |
## kinds of logic (layout without fill, tap and decap cells)
group	count (synthesis)	count (layout)
other cells	0	5
flops	1024	1024
mux	1024	1024
simple gates	2603	2603
compound gates	1600	1600
buf+inv	662	513
## worst max-delay path by stage
stage | start | to | cells past startpoint
6_report | Rs1[0] | Read_data1[24] | 8
5_1_grt | Rs1[0] | Read_data1[24] | 8
4_1_cts | Rs1[0] | Read_data1[23] | 8
## placed cells by master (no fill, tap or decap), types with 31 or more instances in the layout
master,count
clkbuf_16,112
a31oi_1,64
a22oi_1,192
dfxtp_1,1024
nand2_1,2246
clkdlybuf4s50_1,110
nor3_1,65
buf_12,39
clkbuf_8,34
nand2_2,31
a21oi_1,1216
nor2_4,34
mux2i_1,1024
buf_4,154
a22o_1,128
nand3_1,194
## routing by layer
metal / vias to the layer above / part of all wire
li1: 23220 / -
met1: 24364 / 0.38
met2: 2891 / 0.44
met3: 771 / 0.12
met4: 4 / 0.069
met5: - / 0.00054
## synth_stat cells
library cell,instances,share of area
nor2_2,8,0.00095
buf_1,29,0.0021
dfxtp_1,1024,0.39
a22o_1,128,0.021
or3b_1,1,0.00017
or3_1,1,0.00012
nand2_1,2277,0.16
nor3b_2,1,0.00024
and3b_1,3,0.00050
nand3_1,194,0.018
a22oi_1,192,0.027
or2_2,3,0.00035
a21oi_1,1216,0.12
buf_4,23,0.0033
and3_1,2,0.00024
a31oi_1,64,0.0076
nand2b_1,4,0.00047
nor2_1,23,0.0016
nor2b_1,4,0.00047
nor3b_1,2,0.00028
or2_1,1,0.00012
and2_1,3,0.00035
or3b_2,2,0.00033
mux2i_1,1024,0.19
nor2_4,6,0.0013
nand3b_1,3,0.00043
clkbuf_1,416,0.030
nor3_1,65,0.0062
buf_2,194,0.018
## power groups by stage
stage / clock network [W] / registers, W / logic (W)
final: 0.00695 / 0.00666 / 0.00163
after global routing: 0.00726 / 0.00667 / 0.00168
after CTS: 0.00699 / 0.00666 / 0.00159
No activity file was given, so power comes from the tool's default toggle rates.
